## flow/run.sh

```bash
#!/bin/bash
# OpenROAD 26Q1-2900-gdf79404cd8, Yosys 0.63+post, stock flow scripts
make -C /OpenROAD-flow-scripts/flow DESIGN_CONFIG=/design/flow/config.mk WORK_HOME=/design/flow/orfs finish
```

## flow/config.mk

```make
export PLATFORM = sky130hd
export DESIGN_NAME = mux8_4
export DESIGN_NICKNAME = mux8_4
export VERILOG_FILES = /design/flow/design.v
export SDC_FILE = /design/flow/constraint.sdc
export NUM_CORES = 4
export LEC_CHECK = 1
export CORE_AREA = 10 10 87 87
export DIE_AREA = 0 0 97 97
```

## flow/design.v

```verilog
`timescale 1ns / 1ns
module mux2_1(in_0,in_1,switch,out);
	input[14:0] in_0,in_1;					
	input 					switch;
	output[14:0] out;					
 	reg [14:0] out;					
	always@(in_0 or in_1 or switch) 
		begin
			case(switch)
				1'b0: out = in_1;
				1'b1: out = in_0;
				default: out= 0;
			endcase
		end
endmodule
`timescale 1ns / 1ns
module mux8_4(in0_0, in1_0, in2_0, in3_0, in0_1, in1_1, in2_1, in3_1, switch, out_0, out_1, out_2, out_3);
	input[16:0]		in0_0, in1_0, in2_0, in3_0, in0_1, in1_1, in2_1, in3_1;
	input      		switch;
	output[16:0] out_0, out_1, out_2, out_3;
	mux2_1 m0(.in_0(in0_0), .in_1(in0_1), .switch(switch), .out(out_0));
	mux2_1 m1(.in_0(in1_0), .in_1(in1_1), .switch(switch), .out(out_1));
	mux2_1 m2(.in_0(in2_0), .in_1(in2_1), .switch(switch), .out(out_2));
	mux2_1 m3(.in_0(in3_0), .in_1(in3_1), .switch(switch), .out(out_3));
endmodule
```

## flow/constraint.sdc

```tcl
current_design mux8_4

set clk_period 1.0
set clk_io_pct 0.2

create_clock -name clk0 -period $clk_period

set non_clock_inputs [all_inputs -no_clocks]
set_input_delay [expr $clk_period * $clk_io_pct] -clock clk0 $non_clock_inputs
set_output_delay [expr $clk_period * $clk_io_pct] -clock clk0 [all_outputs]
```

==> reports/summary.txt <==
I/O Buffers: 181
Final GP Congestion: 0.810
antenna violations before repair: 0
drt first pass iters: 4
total gr overflow: 0
GRT busiest layer: met2
worst hold path class: input pin to primary output
Main logic family: multiplexers
largest net degree at the start of global routing: 9
run status: finished with violations
Leak Pwr: 0.00171 uW
DIE WIDTH: 97 um
# clk buffers: 0
DR WL/cell: 19.7 um
M1 GR Usage: 14.8%
Yosys warning total: 13
GRT Total Usage: 13.0%
Peak VDD IR: 0.183 mV
Cells after Synth: 76
Top area cell types: mux2_4, buf_12, buf_4
power per cell area: 400 nW/um^2
yosys aoi share: 0%
post-synthesis sequential area ratio: 0%
Max Clk Rate: 0.915 GHz
ant diodes: 0
final core utilization: 52.9%
DRC Markers: 0
Avg Cell Area, Syn: 14.4 sq um
vias in the first global route: 1523
PnR worst setup slack: -0.0923 ns
Pre-Place Util: 19.4%
Yosys Instances: 76
cell type with the largest total area: mux2_4
Log Warnings: 50
die height: 97 um
proportion of layout cells with a drive suffix above 1: 50.8%
Reg area: 0 sq um
unrepaired setup endpoints after global routing: true
Area leader share: 82.2%
crit end category: primary output
io pins: 205
mapped cell area: 1100 sq um
Synth top cells by count: mux2_4, buf_4, buf_12
CP required: 0.80 ns
Layout area overhead: 172%
fin crit period: 1.09 ns
Fin. Hold Viols: 0
Seq cells: 0
worst-path fanout max: 8
Vias: 1347
met3 Use GR: 8.38%
worst path arrival time: 0.89 ns
wirelength, routed: 6530 um
yosys stat chip area: 1100 sq um
GR Util met2: 21.1%
Final Cycle Share: 109%
failing checks: negative setup slack
Post-Synth Simple-Gate Area: 0%
XORs/XNORs by Area: 0%
Max Cap Viol: 0
endpoints failing setup: 60
via/cell ratio: 4.06
Post-synth mux share: 82.2%
Detailed Place HPWL: 5580 um
Core Footprint: 5640 sq um
Crit Path Class: input pin to primary output
first-pass GRT wire length: 9850 um
Yosys top cell by instances: mux2_4
Final Max Slew Viols: 0
FA/HA/MAJ Cells, Area Fraction: 0%
Worst setup SP type: input pin
antenna-violating nets left: 0
distinct lib cells: 5
total power: 1190 uW
number of DRC markers in iteration 0: 28
chip area: 9410 sq um
row count: 27
-- path summary, 6_finish.rpt --
check | start | to | depth (start not counted)
setup / recovery | switch | out_0[14] | 4
hold / removal | in1_1[2] | out_1[2] | 3
-- layout make-up --
type	instances	area [sq um]
Fill cell	553	2660
Multi-Input combinational cell	68	931
Timing Repair Buffer	192	1970
Tap cell	72	90.1
-- per-stage QoR --
| stage | instance area, sq um | cells | hold slack [ns] | setup TNS, ns | setup WS, ns |
|---|---|---|---|---|---|
| 3_5_place_dp | 2890 | 325 | 1.34 | -29.86 | -0.525 |
| 3_3_place_gp | 2890 | 325 | 1.34 | -29.89 | -0.519 |
| 4_1_cts | 2930 | 333 | 0.799 | -6.11 | -0.198 |
| 2_1_floorplan | 1120 | 83 | 0.502 | 0 | 0.0271 |
| 5_1_grt | 2990 | 332 | 0.706 | -5.81 | -0.109 |
| 6_report | 2990 | 332 | 0.692 | -4.76 | -0.0923 |
-- timing repair --
item,4_1_cts,5_1_grt
cloned,7,0
pin swaps,0,0
endpoints found under the setup margin,60,60
setup buffers,1,0
resized,351,21
hold buffers,0,0
-- kinds of logic (layout without fill, tap and decap cells) --
family / after synthesis / in the layout
mux: 60 / 60
other cells: 1 / 8
buf+inv: 15 / 192
-- cell usage in the layout (no fill, tap or decap), drive strengths merged --
master and instances:
mux2 60, dlymetal6s2s 12, dlygate4sd2 108, conb 8, buf 72
-- worst max-delay path, cell delays in order --
cell and delay (ns):
buf_16 0.13, buf_12 0.14, mux2_4 0.30, buf_2 0.12
-- where the power goes --
part           internal, uW  switching, uW
Combinational           912            283
Sequential                0              0
Clock                     0              0
-- per-layer routing --
layer,wire [um],share of wire [%]
met1,2510,38
met2,2980,46
met3,1040,16
met4,0,0
met5,0,0
Power is estimated from default activity; no workload was simulated.
